==> flow/design.v <==
module RX_IEEE(
    input  clk, reset_n, 
    input  Rx_date,         
    output [7:0] Rx_out 
    );
    reg enable_rx ;
    reg [9:0] date ;
    reg [3:0] bit_count ;   
    reg [7:0] d_reg ;       
    always @(posedge clk or negedge reset_n) begin
           if (!reset_n) begin
               bit_count <= 4'b0 ;
               enable_rx <= 0 ;
           end
           else begin 
               if (bit_count < 4'b1000) begin
                   bit_count <= bit_count + 1 ;
                   enable_rx <= 1 ;
               end
               else if (bit_count == 4'b1000) begin
                   bit_count = bit_count +1 ;
                   enable_rx <= 0 ;
                end    
               else begin
                   bit_count <= 4'b0000 ;
                   enable_rx <= 0 ;
               end    
           end
     end
    always @(*) 
    begin 
        date = 10'b0_0000_0000_1 ;
       case(bit_count) 
           0: date[0] = Rx_date ;
           1: date[1] = Rx_date ;
           2: date[2] = Rx_date ;
           3: date[3] = Rx_date ;
           4: date[4] = Rx_date ;
           5: date[5] = Rx_date ;
           6: date[6] = Rx_date ;
           7: date[7] = Rx_date ;
           8: date[8] = Rx_date ;
           9: date[9] = Rx_date ; 
            default : date = 10'b0_0000_0000_1 ;
       endcase   
   end
  always @(posedge clk, negedge reset_n)
   begin
      if(!reset_n) 
          d_reg <= 'b0 ;
      else if (enable_rx == 1 && date[0] == 0 && date[9] == 1)  
          {d_reg[7:0]} <= {date [8:1]} ;
      else
          d_reg <= d_reg ;  
   end
   assign {Rx_out} = {d_reg} ;
endmodule
`timescale 1ns / 1ps
module mux(
input [9:0] inp,
input [3:0] sel,
output reg out
);
always @(*)
begin
  case(sel)
    4'b0000 : out = inp[0];
    4'b0001 : out = inp[1];
    4'b0010 : out = inp[2];
    4'b0011 : out = inp[3];
    4'b0100 : out = inp[4];
    4'b0101 : out = inp[5];
    4'b0110 : out = inp[6];
    4'b0111 : out = inp[7];
    4'b1000 : out = inp[8];
    4'b1001 : out = inp[9];
  endcase     
end 
endmodule
module mod_counter_parameter
    #(parameter FINAL_VALUE = 9,n = 4)( 
    input clk,
    input reset_n,
    output [n - 1:0] count,
    output tick
    );
    reg [n - 1:0] count_reg, count_next;
    wire done;
    always @(posedge clk, negedge reset_n)
    begin
        if (~reset_n)
            count_reg <= 'b0;
        else
            count_reg <= count_next;
    end
    assign done = count_reg == FINAL_VALUE;
    always @(*)
        count_next = done? 'b0: count_reg + 1;
    assign tick = count_reg == FINAL_VALUE;
    assign count = count_reg;
endmodule
module TX_IEEE(
input clk, reset_n,
output reg tx
);
wire [9:0] data;
wire w;
wire ena;
wire [3:0] sel;
wire [7:0] in;
always@(posedge clk, negedge reset_n)
begin
if(!reset_n)
 tx <= 0;
else
 tx <= w;
end 
assign data = {1'b0, in[7:0], 1'b1};
mux U0(
.inp(data),
.sel(sel),
.out(w)
);
mod_counter_parameter  #(.FINAL_VALUE(255),.n(8)) U1(
.clk(ena),
.reset_n(reset_n),
.tick(),
.count(in)
);
mod_counter_parameter  #(.FINAL_VALUE(9),.n(4)) U2(
.clk(clk),
.reset_n(reset_n),
.tick(ena),
.count(sel)
);
endmodule
module uart_ieee(
input clk, reset_n,
input rx,
output tx,
output [7:0] data
);
TX_IEEE U1(
.clk(clk),
.reset_n(reset_n),
.tx(tx)
);
RX_IEEE U2(
.clk(clk),
.reset_n(reset_n),
.Rx_date(rx),
.Rx_out(data)
);  
endmodule
==> flow/run.sh <==
#!/bin/bash
# OpenROAD 26Q1-2900-gdf79404cd8, Yosys 0.63+post, stock flow scripts
make -C /OpenROAD-flow-scripts/flow DESIGN_CONFIG=/design/flow/config.mk WORK_HOME=/design/flow/orfs finish
==> flow/config.mk <==
export PLATFORM = sky130hd
export DESIGN_NAME = uart_ieee
export DESIGN_NICKNAME = uart_ieee
export VERILOG_FILES = /design/flow/design.v
export SDC_FILE = /design/flow/constraint.sdc
export NUM_CORES = 4
export LEC_CHECK = 1
export CORE_AREA = 10 10 97 97
export DIE_AREA = 0 0 107 107
==> flow/constraint.sdc <==
current_design uart_ieee

set clk_period 2.0
set clk_io_pct 0.2

create_clock -name clk0 -period $clk_period [get_ports {clk}]

set non_clock_inputs [all_inputs -no_clocks]
set_input_delay [expr $clk_period * $clk_io_pct] -clock clk0 $non_clock_inputs
set_output_delay [expr $clk_period * $clk_io_pct] -clock clk0 [all_outputs]
==> impl_metrics.yaml <==
# synthesis and place-and-route metrics
critical_path:
  arrival_ps: 1050
  crit_fanout: 2
  slowest_delay_ps: 470
  cp_num_buf_inv: 1
  crit_chain: "clkdlybuf4s50_1"
  cpMaxStageDelayCell: "clkdlybuf4s50_1"
  path_delay_family: "buffers and inverters"
  crit_path_start: "U2.d_reg[7]"
  worstSetupPathType: "reg -> out"
  r2r_start: "U1.U2.count_reg[1]"
  cp_data_required_time_ps: 1600
  end_kind: "output port"
  startpoint_type: "flip-flop"
global_route:
  grt_start_max_net_pins: 15
  grt_pass1_vias: 511
  track_usage_pct: 2.34
  antenna_found_initial: 0
  grt_overflow: 0
  grt_pass1_wl_um: 2330
hold_path:
  hp-class: "reg -> reg"
  hold_path.startpoint: "U2.d_reg[6]"
logic_synthesis:
  fa_ha_area_share_pct: 1.40
  synthAoiAreaFrac_pct: 10.4
  synth-async-reset-ratio_pct: 95.5
  top_cells_by_count: "dfrtp_1 (21), clkbuf_1 (8), nand2_1 (6)"
  synth_area_um2: 892
  synth.avg_cell_area_um2: 11.4
  simple_gate_share_pct: 13.0
  ys_cells: 78
  synth_chip_area_um2: 892
  mux_area_share_pct: 3.37
  yosys.area.top_type: "dfrtp_1"
  ys_ff: 22
  synthFlopType: "dfrtp_1"
  top_area_share_pct: 58.9
  top_cell: "dfrtp_1"
  synthXorXnorAreaFrac_pct: 4.91
  ys_warn_count: 5
  synth_cells: 78
  ys_top_logic_family: "simple AND/OR/NAND/NOR gates"
  ys_top_cells_by_area: "dfrtp_1 (59%), mux2i_1 (3.4%), clkbuf_1 (3.4%), xor2_1 (2.9%), nand2_1 (2.5%)"
  synth_cell_types: 29
  edf_count: 0
clock_tree:
  clk_root_buffer_cell: "clkbuf_8"
  cts_htree_levels: 1
  clock.latency.late_pin_ps: 240
  cts_buffers: 3
  post_cts_buffers: 0
  holdBufCountCts: 0
  cts_resized: 0
  cts.clk_slew.worst_paths_ps: 50
  cts_tree: "yes"
  cts_buffer_depth: 2
route:
  vias: 522
  via_per_inst: 2.87
  wire_per_inst_um: 7.45
  ant_nets: 0
  num_antenna_cells: 0
  drc: 0
  drtIter0Drc: 9
  drt_pass1_iterations: 4
  wl_um: 1360
timing:
  setup_viol: 0
  max_freq_mhz: 688
  tns_ps: 0
  period_minus_slack_ps: 1450
  rsz0062_at_grt: "no"
  untimed_endpoints: 10
  drv_slew: 0
  period_used_pct: 72.7
  hold_violations: 0
  worst_pin_slew_ps: 745
  unclocked_regs: 9
  maxSlewHeadroom_pct: 50.0
  finClkSkew_ps: 2.07
power:
  p_leak_nw: 0.452
  irDropWorstVdd_uv: 169
  p_seq_share_pct: 53.0
  p_int_mw: 0.406
  comb_power_share_pct: 2.2
  p_sw_share_pct: 18.3
  switching_power_mw: 0.0910
  power.density_mw_per_mm2: 444
  clock_power_share_pct: 44.9
die:
  fp.coreArea_mm2: 0.00729
  die_area_mm2: 0.0114
  rows: 31
  ioPinCount: 12
  die_y_um: 107
  fp_util_pct: 12.2
  die_w_um: 107
placement:
  dp.cells: 178
  port_buffers: 10
  dp_hpwl_um: 1010
  routabilityCongestion: 0.813
final_layout:
  final_cells: 182
  drive_above_1_share_pct: 8.43
  syn_to_final_growth_pct: 25.5
outcome:
  status: "finished, final reports clean"
flow_run:
  tool_warnings: 26
  drv_cap: 0
metrics by stage:
stage | instance area, um2 | utilization [%] | setup WS (ps) | hold slack (ps) | power [mW]
2_1_floorplan | 892 | - | 1010 | 104 | 0.268
5_1_grt | 1120 | 15.4 | 495 | 394 | 0.518
3_5_place_dp | 1070 | 14.7 | 801 | 364 | 0.279
4_1_cts | 1120 | 15.4 | 525 | 376 | 0.508
3_3_place_gp | 1070 | 14.7 | 800 | 364 | 0.279
6_report | 1120 | 15.4 | 546 | 371 | 0.497
per-layer routing:
layer  vias to the layer above  track usage [%]  share of wire, %
li1                        268                -                 -
met5                         -                0                 0
met2                        13             3.42                37
met4                         0            0.193                 0
met1                       241             3.24                54
met3                         0             1.03               9.0
final timing paths:
path | endpoint | slack [ps] | cells past startpoint
min in group asynchronous | U2.d_reg[1] | 520 | 1
max reg2reg | U1.U2.count_reg[3] | 830 | 3
min | U2.d_reg[6] | 370 | 0
min reg2reg | U2.d_reg[6] | 370 | 0
max in group asynchronous | U1.tx | 1110 | 1
max | data[7] | 550 | 1
cells by family after synthesis:
kind of cell,after synthesis
AOI/OAI and AO/OA,13
xor gates and xnor gates,5
adders and majority gates,1
buffers and inverters,12
DFF,21
latches,1
muxes,3
and+or+nand+nor,22
final cells by class:
type | instances | area (um2)
inverters | 2 | 7.51
multi-input cells | 44 | 295
repair buffers | 11 | 108
clock buffers | 4 | 45.0
well taps | 99 | 124
fillers | 833 | 6170
flip-flops and latches | 22 | 541
power by group through the flow:
| stage | registers [mW] | clock network, mW | logic [mW] |
|---|---|---|---|
| CTS | 0.263 | 0.233 | 0.0117 |
| global route | 0.263 | 0.243 | 0.0127 |
| finish | 0.263 | 0.223 | 0.0107 |
cells in the final DEF, fill, tap and decap left out, drive strengths merged, types with 2 or more instances in the layout:
cell,netlist,final
dfrtp,21,21
clkdlybuf4s50,0,10
nand2,6,6
nand3,5,5
nor2,4,4
clkbuf,8,4
mux2i,3,3
xor2,3,3
o21ai,3,3
inv,2,2
nand2b,2,2
nor3,2,2
o31ai,2,2
xnor2,2,2
No activity file was given, so power comes from the tool's default toggle rates.
